`design.v`:
```
module fifo_buffer
(
	input clock, reset_n,
	input write_enable, read_enable,
	input [7:0] data_in,
	input [5:0] full_thres,
	output [7:0] data_out,
	output empty, full
);
wire wr_en_mem, rd_en_mem;
reg [4:0] write_ptr, read_ptr;
reg [5:0] fifo_cnt;
reg [7:0] memory [0:31];
assign	wr_en_mem = write_enable & ~full;
assign	rd_en_mem = read_enable & ~empty;
assign	full = fifo_cnt == full_thres;
assign	empty = fifo_cnt == 0;
always@(posedge clock) begin
	if(reset_n == 0)
		fifo_cnt <= 0;
	else begin
		if((wr_en_mem == 0) & (rd_en_mem == 1))
			fifo_cnt <= fifo_cnt - 1;
		if((wr_en_mem == 1) & (rd_en_mem == 0))
			fifo_cnt <= fifo_cnt + 1;
	end
	if(reset_n == 0)
		write_ptr <= 0;
	else
		if(wr_en_mem == 1)
			write_ptr <= write_ptr + 1;
		else
			write_ptr <= write_ptr;
	if(reset_n == 0)
		read_ptr <= 0;
	else
		if(rd_en_mem == 1)
			read_ptr <= read_ptr + 1;
		else
			read_ptr <= read_ptr;
end
always@(posedge clock) begin
	if(wr_en_mem)
		memory[write_ptr] <= data_in;
end
assign data_out = memory[read_ptr];
endmodule
module tx_baud_gen
(
	input clock, reset_n,
	input[1:0] baudrate_select,
	output reg tx_baud
);
reg [6:0]num;
always@(posedge clock) begin
	if(reset_n == 0)
		num <= 0;
	else
		num <= num + 1;
end
always@(*) begin
	case(baudrate_select)
		0: tx_baud = (4'b1111 == num[3:0]) ? 1 : 0;
		1: tx_baud = (5'b11111 == num[4:0]) ? 1 : 0;
		2: tx_baud = (6'b111111 == num[5:0]) ? 1 : 0;
		3: tx_baud = (7'b1111111 == num[6:0]) ? 1 : 0;
		default: tx_baud = 0;
	endcase
end
endmodule
module uart_transmitter
(
	input [7:0] data_i,
	input data_write_i, clock_i, reset_n_i,
	input [5:0] data_buffer_full_thres_i,
	input [1:0] baudrate_select_i,
	output data_buffer_full_o,
	output uart_tx_o
);
wire empty;
wire fifo_read;
wire [7:0] data;
wire tx_baud;
fifo_buffer FIFO
(
	.clock(clock_i),
	.reset_n(reset_n_i),
	.full_thres(data_buffer_full_thres_i),
	.write_enable(data_write_i),
	.read_enable(fifo_read),
	.data_in(data_i),
	.data_out(data),
	.full(data_buffer_full_o),
	.empty(empty)
);
tx_baud_gen TX_BAUD_GEN
(
	.clock(clock_i),
	.reset_n(reset_n_i),
	.baudrate_select(baudrate_select_i),
	.tx_baud(tx_baud)
);
uart_tx UART_TX
(
	.clock(clock_i),
	.reset_n(reset_n_i),
	.tx_start(~empty),
	.tx_baud(tx_baud),
	.data_in(data),
	.tx_done(fifo_read),
	.tx(uart_tx_o)
);
endmodule
module uart_tx
(
	input clock, reset_n,
	input tx_start, tx_baud,
	input [7:0] data_in,
	output tx_done,
	output reg tx
);
localparam STATE_IDLE =	2'b00;
localparam STATE_START = 2'b01;
localparam STATE_DATA = 2'b10;
localparam STATE_STOP = 2'b11;
reg [8:0] buffer_in;
reg [1:0] state, state_next;
reg [3:0] bit_counter;
always@(posedge clock) begin
	if(reset_n == 0)
		state <= STATE_IDLE;
	else
		state <= state_next;
end
always@(*) begin
	state_next = state;
	case(state)
		STATE_IDLE: begin
			if(tx_start == 1 & tx_baud == 1)
				state_next = STATE_START;
		end
		STATE_START: begin
			if(tx_baud == 1)
				state_next = STATE_DATA;
		end
		STATE_DATA: begin
			if(bit_counter == 4'b1000 & tx_baud == 1)
				state_next = STATE_STOP;
		end
		STATE_STOP: begin
			if(tx_baud == 1 & tx_start == 1)
				state_next = STATE_IDLE;
			else if(tx_baud == 1)
				state_next = STATE_IDLE;
		end
		default: state_next = STATE_IDLE;
	endcase
end
always@(posedge clock) begin
	if(reset_n == 0)
		buffer_in <= 0;
	else
		if(state == STATE_IDLE & tx_start == 1)
			buffer_in <= {^data_in, data_in};
		else
			if(state == STATE_DATA & tx_baud == 1)
				buffer_in <= buffer_in >> 1;
			else
				buffer_in <= buffer_in;
end
always@(posedge clock)begin
	if(reset_n == 0)
		bit_counter <= 0;
	else begin
		if(tx_baud == 1)
			bit_counter <= bit_counter + 1;
		if(state != STATE_DATA & tx_baud == 1)
			bit_counter <= 0;
	end
end
always@(*) begin
	if(state == STATE_START)
		tx = 0;
	else
		if(state == STATE_IDLE || state == STATE_STOP)
			tx = 1;
		else
			if(state == STATE_DATA)
				tx = buffer_in[0];
end
assign tx_done = (state == STATE_STOP & tx_baud == 1);
endmodule
```
`constraint.sdc`:
```
current_design uart_transmitter

set clk_period 7.1
set clk_io_pct 0.2

create_clock -name clk0 -period $clk_period [get_ports {clock_i}]

set non_clock_inputs [all_inputs -no_clocks]
set_input_delay [expr $clk_period * $clk_io_pct] -clock clk0 $non_clock_inputs
set_output_delay [expr $clk_period * $clk_io_pct] -clock clk0 [all_outputs]
```
`config.mk`:
```
export PLATFORM = sky130hd
export DESIGN_NAME = uart_transmitter
export DESIGN_NICKNAME = uart_transmitter
export VERILOG_FILES = /design/flow/design.v
export SDC_FILE = /design/flow/constraint.sdc
export NUM_CORES = 4
export LEC_CHECK = 1
export CORE_UTILIZATION = 40
```
`run.sh`:
```
#!/bin/bash
# OpenROAD 26Q1-2900-gdf79404cd8, Yosys 0.63+post, stock flow scripts
make -C /OpenROAD-flow-scripts/flow DESIGN_CONFIG=/design/flow/config.mk WORK_HOME=/design/flow/orfs finish
```
==> results.txt <==
fresh numbers from the pnr run: endpoints left unconstrained 2, CP Capture Type primary output, reg2reg setup slack 3.27 ns, die height 178 um, overall power between 3000 and 4000 uW, Distinct cells, synth 57, status finished, final reports clean, largest net degree at the start of global routing 41, HP Class reg2reg, area delta synth->final 11.8%, # hold bufs at CTS 0, Final Setup Violations 0, chip width 178 um, fill count 2517, global placement routability congestion 0.863, Worst-path clk slew 0.06 ns, YS warnings 3, final worst slack 2.79 ns, worst vdd ir 0.000190 V, DR WL/cell 21.1 um, Worst R2R End FIFO.fifo_cnt[5], share of layout cells above drive strength 1 0.176, Synth Register Bits around 300, Core Footprint 0.0300 mm2, post-synthesis cell area 0.0123 mm2, Clock Tree Buf Depth 3, total wire length 24.6 mm, CP delay by family, top buffers and inverters, Num CTS Buffers 30, R2R Path Start TX_BAUD_GEN.num[0], Yosys Instances 730, CTS tree yes, Hold Startpoint TX_BAUD_GEN.num[0], GRT Total Usage 0.177, Late-Pin Clk Latency between 0.5 and 0.6 ns, DR iter-0 viols between 200 and 250, via count 6323, main flop type edfxtp_1, syn_area_per_cell 16.9 um2, max_cap viols 0, vias per inst 5.41, crit path max fanout 2, Worst Max-Slew Pin Slew 0.859 ns, post-place setup slack approximately 2.3 ns, FP Rows 63, Required @ worst endpoint 5.68 ns, Slowest-stage cell, CP clkdlybuf4s50_1, crit-path max cell delay 0.44 ns, hold path cells 1, Max transition margin 0.425, Hold Crit Endpoint TX_BAUD_GEN.num[0], Ant. Diodes 0, first-pass GRT wire length 38.2 mm, top area contributor share 0.623, crit start category input port, Pwr per Cell Area 261 mW/mm2, post-CTS sizing 0, Util after Layout 0.460, Post-DRT Antenna Nets 0, DRC Markers 0, htree depth 1, Slew Limit Fails 0, DRT Pass-1 Iters 4, Final Hold Fails 0, die area 0.0315 mm2, biggest area cells edfxtp_1 (62%), mux4_2 (10%), dfxtp_1 (7.3%), nor2_1 (2.2%), mux2i_1 (1.5%), Fin Setup TNS 0 ns, ordered list of cells on the worst path clkdlybuf4s50_1, xor2_1, nor4_1, nand3_1, inv_1, clkdlybuf4s50_1, unrepaired setup endpoints after global routing no, vias in the first global route about 6800, Leakage 0.00431 uW, Yosys top cell by area edfxtp_1, IO Port Bufs 20, Setup Crit Path Kind in2out, Clock Skew between 0.009 and 0.01 ns, Initial Util 0.412, total global routing overflow 0, Synth Instances 730, crit-path most repeated cell clkdlybuf4s50_1, max frequency approximately 0.23 GHz, # IOs 21, initial antenna violation count 0, CTS root buf clkbuf_16, DPL Wire Length 15.0 mm, Post-synth EDFFs 256, Chip Area, Yosys 0.0123 mm2, fin crit share 0.607, setup bufs post-CTS 0, worst r2r path cells 18, Worst Path Buf+Inv 3, register pins left without a clock 1, Post-synth ARST share 0, Tmin final approximately 4.3 ns, number of logged tool warnings 29, Worst Path Arrival 2.89 ns
==> per-layer routing <==
metal,track usage,wire [um]
met5,0,0
met4,0.0338,575
met3,0.0958,2740
met2,0.278,11900
met1,0.231,9380
==> cell usage in the layout (no fill, tap or decap), drive strengths merged, types with 2 or more instances in the layout <==
cell type and n:
and2b 2, a311oi 8, inv 15, nand3b 2, nand2 38, or2 2, a21oi 14, or3b 2
a21o 3, and3 10, mux2i 19, xor2 13, a31oi 16, o21a 2, or3 3, o21ai 2
ha 14, edfxtp 256, dfxtp 45, nor2b 2, a22oi 9, clkinv 11, xnor2 15, nand4 4
nor3 3, mux4 56, nor2 73, and2 12, clkbuf 40, nor4 3, nand3 15, o21bai 9
a221oi 8, buf 13, a21boi 8, clkdlybuf4s50 20
==> synth_stat cells, drive strengths merged (2+ instances only) <==
cell type	instances
a21boi	8
a21o	3
a21oi	14
a221oi	8
a22oi	9
a311oi	8
a31oi	16
and2	12
and2b	2
and3	10
buf	21
clkbuf	15
dfxtp	45
edfxtp	256
ha	14
inv	15
mux2i	19
mux4	56
nand2	38
nand3	15
nand3b	2
nand4	4
nor2	73
nor2b	2
nor3	3
nor4	3
o21a	2
o21ai	2
o21bai	9
or2	2
or3	3
or3b	2
xnor2	15
xor2	13
==> power by group <==
group / internal, uW / leakage (uW) / switching (uW)
clock: 823 / 0.000451 / 621
combinational: 71.4 / 0.00118 / 116
sequential: 1950 / 0.00268 / 22.0
total: 2840 / 0.00431 / 759
==> flip-flops by register name (all words and copies together) (netlist names), named ones only <==
| name | count |
|---|---|
| FIFO.memory | 256 |
| UART_TX.buffer_in | 9 |
| TX_BAUD_GEN.num | 7 |
| FIFO.fifo_cnt | 6 |
| FIFO.read_ptr | 5 |
| FIFO.write_ptr | 5 |
| UART_TX.bit_counter | 4 |
| UART_TX.state | 4 |
| UART_TX.tx | 1 |
==> logic make-up after synthesis <==
logic type                 share of synthesized area
AOI/OAI and AO/OA                             0.0558
xor gates and xnor gates                      0.0199
adders and majority gates                     0.0158
buffers and inverters                         0.0251
DFF                                            0.696
latches                                      0.00122
muxes                                          0.119
and+or+nand+nor                               0.0671
==> per-stage QoR <==
step                      instances  hold slack, ns  area [um2]
after floorplan                 730           0.418       12300
after global placement         1117           0.430       12900
after detailed placement       1117           0.443       12900
after CTS                      1169           0.451       13800
after global routing           1169           0.476       13800
final                          1169           0.445       13800
==> worst max-delay path by stage <==
stage                          startpoint  slack, ns                  to  cells past startpoint
CTS           data_buffer_full_thres_i[3]       2.76  data_buffer_full_o                      6
global route         baudrate_select_i[0]       2.55    FIFO.fifo_cnt[5]                     17
finish        data_buffer_full_thres_i[3]       2.79  data_buffer_full_o                      6
==> cell type report <==
type / count / area (um2) / area share
inverter: 15 / 56.3 / 0.00409
clock buffer: 40 / 838 / 0.0608
clock inverter: 12 / 73.8 / 0.00536
timing repair buffer: 33 / 298 / 0.0216
sequential: 302 / 8610 / 0.625
tap: 390 / 488 / 0.0354
multi-input combinational: 377 / 3420 / 0.248
Power and IR drop assume default switching activity.
